**flow/design.v**
```verilog
`timescale 1ns / 1ps
module main(clk, out);
    input clk;
    reg [2:0] state = 0;
    reg [31:0] current_instruction;
    reg [5:0] current_opcode;
    reg [4:0] current_rd;
    reg [4:0] current_rs;
    reg [4:0] current_rt;
    reg [4:0] current_shft;
    reg signed [15:0] current_imd;
    reg [5:0] current_func;
    reg [26:0] current_jt;
    reg [7:0] read_Value1;
    reg [7:0] read_Value2;
    reg [7:0] read_Row;
    reg invalid = 0;  
    reg [7:0] temp_sum;
    reg [7:0] temp_links;
    reg [7:0] temp_slt;
    reg [7:0] temp_address;
    output reg [7:0] out;
    reg signed [7:0] data_memory[0:10];
    reg signed [7:0] registers[0:31];
    reg [7:0] pc= 8'b00001100;
    reg [3:0]index = 0;
	 reg [7:0]tempsum = 0;
	 reg [7:0]tempsum2 = 0;
    reg [31:0] instruction_memory[0:13];
    initial begin
      data_memory[0] = 8'b00000001;
      data_memory[1] = 8'b00000001;
      data_memory[2] = 8'b00000001;
      data_memory[3] = 8'b00000001;
      data_memory[4] = 8'b00000001;
      data_memory[5] = 8'b00000001;
      data_memory[6] = 8'b00000001;
      data_memory[7] = 8'b00000001;
      data_memory[8] = 8'b00000100;
      data_memory[9] = 8'b00000001;
      data_memory[10] = 8'b00101010;
    end
    initial begin
        instruction_memory[0]=32'b00100100000000100000000000000000;
        instruction_memory[1]=32'b00100100000000110000000000000000;
        instruction_memory[2]=32'b00000000011000010010000000101010;
        instruction_memory[3]=32'b00010000000001000000000000001000;
        instruction_memory[4]=32'b00100100000001010000000000001010;
        instruction_memory[5]=32'b00010000101000110000000000000110;
        instruction_memory[6]=32'b10001100011001100000000000000000;
        instruction_memory[7]=32'b00000000010001100001000000100001;
        instruction_memory[8]=32'b00100100011000110000000000000001;
        instruction_memory[9]=32'b00000000011000010010000000101010;
        instruction_memory[10]=32'b00010100000001001111111111111011;
        instruction_memory[11]=32'b00000011111000000000000000001000;
        instruction_memory[12]=32'b10001100000000010000000000001010;
        instruction_memory[13]=32'b00001100000000000000000000000000;
    end
    initial begin
        registers[0]=8'b0;
        registers[1]=8'b0;
        registers[2]=8'b0;
        registers[3]=8'b0;
        registers[4]=8'b0;
        registers[5]=8'b0;
        registers[6]=8'b0;
        registers[7]=8'b0;
        registers[8]=8'b0;
        registers[9]=8'b0;
        registers[10]=8'b0;
        registers[11]=8'b0;
        registers[12]=8'b0;
        registers[13]=8'b0;
        registers[14]=8'b0;
        registers[15]=8'b0;
        registers[16]=8'b0;
        registers[17]=8'b0;
        registers[18]=8'b0;
        registers[19]=8'b0;
        registers[20]=8'b0;
        registers[21]=8'b0;
        registers[22]=8'b0;
        registers[23]=8'b0;
        registers[24]=8'b0;
        registers[25]=8'b0;
        registers[26]=8'b0;
        registers[27]=8'b0;
        registers[28]=8'b0;
        registers[29]=8'b0;
        registers[30]=8'b0;
        registers[31]=8'b0;
    end
    always @(posedge clk) begin
        if (state == 0) begin
            current_instruction <= instruction_memory[pc];
            state <= 1;
        end
        else if (state == 1) begin
            current_opcode <= current_instruction[31:26];
            #1
            if (current_opcode == 0) begin
              current_rs <= current_instruction[25:21];
              current_rt <= current_instruction[20:16];
              current_rd <= current_instruction[15:11];
              current_shft <= current_instruction[10:6];
              current_func <= current_instruction[5:0];
            end
            else if (current_opcode != 2 & current_opcode != 3) begin
              current_rs <= current_instruction[25:21];
              current_rt <= current_instruction[20:16];
              current_imd <= current_instruction[15:0];
            end
            else begin
              current_jt <= current_instruction[25:0];
            end
            state <= 2;
        end
        else if (state == 2) begin
            if (current_opcode == 0) begin
              read_Value1 <= registers[current_rs];
              read_Value2 <= registers[current_rt];
            end
            else if (current_opcode != 2 & current_opcode != 3) begin
              read_Value1 <= registers[current_rs];
              if (current_opcode == 4 | current_opcode == 5) begin
                read_Value2 <= registers[current_rt];
              end
            end
            state <= 3;
        end
        else if (state == 3) begin
            if(current_opcode == 9) begin
              temp_sum <= read_Value1 + current_imd[7:0];
              pc <= pc + 1;
            end
            else if (current_opcode == 0 && current_func == 33) begin
              temp_sum <= read_Value1 + read_Value2;
              pc <= pc + 1;
            end
            else if (current_opcode == 0 && current_func == 42) begin
              if ($signed (read_Value1) < $signed(read_Value2)) begin
                temp_slt <= 1;
              end
              else begin
                temp_slt <= 0;
              end
              pc <= pc + 1;
            end
            else if (current_opcode == 4 || current_opcode == 5) begin
              if (current_opcode == 4) begin
                if (read_Value1 == read_Value2) begin
                  pc <= pc + current_imd[7:0];
                end
                else begin
                  pc <= pc + 1;
                end
              end
              if (current_opcode == 5) begin
                if (read_Value1 != read_Value2) begin
                  pc <= pc + current_imd[7:0];
                end
                else begin
                  pc <= pc + 1;
                end
              end
            end 
            else if (current_opcode == 3) begin
              temp_links <= pc + 1;
				  tempsum <= 1;
              pc <= current_jt[7:0];
            end
            else if (current_opcode == 0 && current_func == 8) begin
              pc <= read_Value1;
            end
            else if (current_opcode == 35) begin
              temp_address <= read_Value1 + current_imd[7:0];
              pc <= pc + 1;
            end
            else begin
                invalid <= 1;
            end
				 if(index < 10 && index < data_memory[10]) begin
					tempsum2<=tempsum2+data_memory[index];
					index<=index+1;
				 end
				 registers[2] <= tempsum2;
				 if(index == data_memory[10] || index == 10)
				 begin
					state <= state + 1;
				 end
	        end
        else if (state == 4) begin
          if (current_opcode == 35) begin
            read_Row <= data_memory[temp_address];
          end
          state <= 5;
        end
        else if (state == 5) begin
            if(invalid == 0) begin
                if (current_opcode == 0 & current_rd != 0) begin
                  if (current_func == 33) begin
                    registers[current_rd] <= temp_sum;
                  end
                  else if (current_func == 42) begin
                    registers[current_rd] <= temp_slt;
                  end
						else begin
							index <= 9;
						end
                end
                else if (current_opcode == 9 & current_rt != 0) begin
                  registers[current_rt] <= temp_sum;
                end
                else if (current_opcode == 35 & current_rt != 0) begin
                    registers[current_rt] <= read_Row;
                end
                else if (current_opcode == 3) begin
                  registers[31] <= temp_links;
						tempsum <= tempsum + 1;
                end
            end
            if(pc < 14) begin
                state <= 0;
            end
            else begin
                state <= 6;
            end
        end
        else if (state == 6) begin
            out <= registers[2];
        end
    end
endmodule
```
**flow/run.sh**
```bash
#!/bin/bash
# OpenROAD 26Q1-2900-gdf79404cd8, Yosys 0.63+post, stock flow scripts
make -C /OpenROAD-flow-scripts/flow DESIGN_CONFIG=/design/flow/config.mk WORK_HOME=/design/flow/orfs finish
```
**flow/config.mk**
```make
export PLATFORM = sky130hd
export DESIGN_NAME = main
export DESIGN_NICKNAME = main
export VERILOG_FILES = /design/flow/design.v
export SDC_FILE = /design/flow/constraint.sdc
export NUM_CORES = 4
export LEC_CHECK = 1
export CORE_UTILIZATION = 40
```
**flow/constraint.sdc**
```tcl
current_design main

set clk_period 5.8
set clk_io_pct 0.2

create_clock -name clk0 -period $clk_period [get_ports {clk}]

set non_clock_inputs [all_inputs -no_clocks]
set_input_delay [expr $clk_period * $clk_io_pct] -clock clk0 $non_clock_inputs
set_output_delay [expr $clk_period * $clk_io_pct] -clock clk0 [all_outputs]
```
==> git commit body <==
Log flow metrics for this revision

* Run status: completed
- Critical R2R Launch: state[2]$_SDFFE_PP0P_
- The share of the Yosys chip area taken by registers is approximately 62%.
- Per the timing report, the achievable frequency comes out to 277 MHz.
* Via count of the first global-routing pass: 7291
* Largest fanout on the critical path: 16
- The die is 178 microns tall.
- Largest area contributor in the netlist: sky130_fd_sc_hd__edfxtp_1
- The area taken by multi-input combinational cells is reported as roughly 4700 sq um.
- Detailed-placement wirelength estimate: 18600 microns
* Setup-failing EPs final: 0
* H-tree levels: 1
- The repair_antennas step left the layout with diodes totalling 0.
- Yosys Instances: 846
* Cell depth of the worst flop-to-flop path: 8
- The area fraction of the largest cell type after synthesis is 60.3%.
* Min-Delay Path Class: reg2reg
- Count of filler cells inserted in the layout: 2590
- Finished layout cell area: about 14000 sq um
- For the pin with the worst max-slew slack, the measured transition is 0.906 ns.
- Number of detailed-routing iterations run before antenna repair: 5
- The cell area that synthesis handed to floorplanning was around 12000 sq um.
- The synthesized netlist has a Yosys-reported chip area of 12400 sq um.
- Horizontal die dimension: 178 microns
- Kind of capture point of the worst setup path: flop
- Proportion of layout cells with a drive suffix above 1: 15.8%
- Lkg Pwr: 5.21 nW
- In the final layout, flip-flops and latches occupy around 7600 sq um.
* Ys flop type: sky130_fd_sc_hd__edfxtp_1
- Clock buffer count from CTS: 29
- Average via count per standard cell: 5.29
* Average cell area after synthesis: between 10 and 15 sq um
- The STA report counts the stages on the worst setup path as 8.
* Max Transition Viols Final: 0
- Global-route wire length before repair: 40900 microns
- Dividing total power by cell area gives a power density of 267 nW/um^2.
* Launching instance or port of the critical path: state[2]$_SDFFE_PP0P_
- In this run the layout overhead on the synthesized area is reported as 14.4%.
* Buffers from clock root to sink, at most: 3
- The tool flagged a number of max-cap violations equal to 0.
* Most frequent cells after synthesis: 248 x sky130_fd_sc_hd__edfxtp_1, 61 x sky130_fd_sc_hd__nor2_1, 57 x sky130_fd_sc_hd__nand2_1
* GR Overflow Total: 0
* Placeable core region: ~30000 sq um
- The design draws 3.78 mW.
- For reference, the final report shows the hold violation count at 0.
- Antenna violations before repair: 0
* Number of synthesized flops with an enable pin: 248
- Number of routed nets with antenna violations: 0
- Together, buffers and inverters on the worst path number 2.
- The buffer_ports step reported a buffer count of 8.
* Warning total across the stage logs: 43
- TritonCTS clock tree: yes
- Total setup buffers inserted after CTS: 0
- Cts-stage hold buffer count: 0
* Clock slew at the register clock pins of the worst setup and hold paths: 0.06 ns
- Effective utilization at floorplan: 41.1%
- Counting instances, the worst hold path has a depth of 0.
- Total negative slack: 0 ns
* Clock Root Buffer: sky130_fd_sc_hd__clkbuf_16
* Cell chain of the critical path: inv_1, ha_1, nand2b_1, nor2_1, nand2_1, inv_1, a221oi_1, nor2_1
- By area the synthesized netlist is led by sky130_fd_sc_hd__edfxtp_1 60%, sky130_fd_sc_hd__mux4_2 10%, sky130_fd_sc_hd__ha_1 5.1%, sky130_fd_sc_hd__nor2_1 1.9%, sky130_fd_sc_hd__nand2_1 1.7%.
- Initial detailed-routing violation count: 632
- Per-cell routed wire length: 19.0 microns
- DRC Markers: 0
- The pre-CTS setup check shows a worst slack of 2.19 ns.
- STA lists the startpoint of the worst hold path as current_instruction[27]$_DFFE_PP_.
- Post-synth ARST share: 0%
- The placement stage leaves a total instance area of 13200 sq um.
- Worst EP required: 6.02 ns
- Tcrit/Tclk final: 62.2%
* Maximum VDD drop: 0.242 mV
* Number of vias after detailed routing: 7173
- Setup ws final: 2.19 ns
- The chip occupies 31600 sq um.
- Measured against its own limit, the worst slew margin works out to 39.1%.
- The clock drives around 260 sinks.
- Unrepaired setup endpoints after global routing: false
- According to the I/O placement log, the pin count is 9.
- In this run, synthesis produced a sequential element count of 258.
- Dominant cell by count in the synthesized netlist: sky130_fd_sc_hd__edfxtp_1
- Quantity of gates resized following cts: 0
- Critical Path Slowest Stage Cell: sky130_fd_sc_hd__nor2_1
- For the finished layout, the period the worst path requires is around 3.6 ns.
- Overall fraction of global-route tracks in use: a little under a fifth
- CP Launch Type: flop
- Cell class contributing the biggest share of worst-path delay: simple AND/OR/NAND/NOR gates
- The congestion estimate from routability-driven global placement came to 0.961.
- Post-Syn Instances: 846
* Peak per-stage delay on the critical path: 0.73 ns
* Pin count of the biggest net entering global routing: 33
- Arrival time at the worst endpoint: approximately 3.8 ns
- The clock reaches the later pin of the worst-skew pair after 0.56 ns.
- Netlist cell types: 63
- Total length of routed wires: 25700 microns
- Synthesis Warnings: 1
- Number of core rows: 63
- Worst Setup Path Type: reg2reg
- After layout, the setup clock skew is reported as around 0.018 ns.
power breakdown:
group          switching (mW)  leakage [nW]  internal [mW]  total, mW
clock                   0.714         0.435           1.01       1.72
sequential            0.00438          2.48           2.03       2.04
combinational         0.00946          2.30        0.00840     0.0179
worst reg2reg max path: stages, from the launching register on:
cell and delay (ns):
sky130_fd_sc_hd__dfxtp_1 0.50, sky130_fd_sc_hd__inv_1 0.15, sky130_fd_sc_hd__ha_1 0.39, sky130_fd_sc_hd__nand2b_1 0.32
sky130_fd_sc_hd__nor2_1 0.25, sky130_fd_sc_hd__nand2_1 0.25, sky130_fd_sc_hd__inv_1 0.56, sky130_fd_sc_hd__a221oi_1 0.13
sky130_fd_sc_hd__nor2_1 0.73
final timing paths:
| path | endpoint | slack (ns) |
|---|---|---|
| min reg2reg | current_opcode[1]$_DFFE_PP_ | 0.41 |
| max | registers[4][7]$_DFFE_PP_ | 2.19 |
| max reg2reg | registers[4][7]$_DFFE_PP_ | 2.19 |
| min | current_opcode[1]$_DFFE_PP_ | 0.41 |
cells in the final DEF, fill, tap and decap left out, types with 6 or more instances in the layout:
cell	Yosys	final
sky130_fd_sc_hd__nand2b_1	12	12
sky130_fd_sc_hd__a21oi_1	30	30
sky130_fd_sc_hd__and2_1	7	7
sky130_fd_sc_hd__nand3_1	13	13
sky130_fd_sc_hd__nor3_1	17	17
sky130_fd_sc_hd__clkbuf_1	21	7
sky130_fd_sc_hd__edfxtp_1	248	248
sky130_fd_sc_hd__mux2_2	17	17
sky130_fd_sc_hd__o21ai_0	35	35
sky130_fd_sc_hd__mux2i_1	10	10
sky130_fd_sc_hd__nor2_1	61	61
sky130_fd_sc_hd__inv_1	45	45
sky130_fd_sc_hd__clkinv_2	0	6
sky130_fd_sc_hd__xor2_1	10	10
sky130_fd_sc_hd__dfxtp_1	10	9
sky130_fd_sc_hd__clkbuf_16	0	29
sky130_fd_sc_hd__buf_4	0	25
sky130_fd_sc_hd__clkdlybuf4s50_1	0	8
sky130_fd_sc_hd__nand2_1	57	57
sky130_fd_sc_hd__mux4_2	56	56
sky130_fd_sc_hd__xnor2_1	23	23
sky130_fd_sc_hd__ha_1	50	50
sky130_fd_sc_hd__conb_1	2	65
sky130_fd_sc_hd__a31oi_1	9	9
sky130_fd_sc_hd__nor2b_1	10	9
sky130_fd_sc_hd__a21o_1	6	6
state kept, by name, summed over array words and instances, names as in the netlist, named ones only:
name                 cells
current_rt               3
temp_address             3
current_func             5
state                    3
out                      8
current_instruction     20
temp_links               8
current_rd               3
current_opcode           5
read_Row                 3
registers              128
pc                       8
read_Value2              8
index                    4
invalid                  1
current_rs               4
temp_slt                 1
current_jt               6
current_imd              6
read_Value1              8
temp_sum                 8
tempsum2                 8
per-layer routing:
layer  vias to the layer above  global-route usage, %  wire length, microns
met4                         0                   3.81                   614
met3                        48                   8.38                  2690
li1                       3390                      -                     -
met1                      3479                   27.8                 10900
met2                       256                   27.1                 11600
met5                         -                      0                     0
kinds of logic (layout without fill, tap and decap cells):
group	Yosys count	in the layout	synth area share [%]
and+or+nand+nor	215	215	8.55
buffers and inverters	74	131	2.35
xor gates and xnor gates	33	33	2.34
adders and majority gates	54	54	5.71
AOI/OAI and AO/OA	127	127	6.54
muxes	83	83	12.6
DFF	258	258	61.9
other	2	65	0.0608
metrics by stage:
step,hold slack [ns],utilization [%],cells
finish,0.414,47.1,1356
detailed placement,0.405,44.1,1303
floorplan,0.400,-,909
CTS,0.416,47.1,1356
global placement,0.405,44.1,1303
global route,0.422,47.1,1356
layout make-up:
cell class,count,share of cell area (%)
multi-input cells,577,33.0
clock inverters,17,1.07
clock buffers,36,5.32
flip-flops and latches,258,54.1
well taps,390,3.45
inverters,45,1.20
repair buffers,33,1.89
Power and IR drop assume default switching activity.
