**/design/flow/run.sh**
```bash
#!/bin/bash
# OpenROAD 26Q1-2900-gdf79404cd8, Yosys 0.63+post, stock flow scripts
make -C /OpenROAD-flow-scripts/flow DESIGN_CONFIG=/design/flow/config.mk WORK_HOME=/design/flow/orfs finish
```
**/design/flow/constraint.sdc**
```tcl
current_design LCD_driver_top

set clk_period 9.2
set clk_io_pct 0.2

create_clock -name clk0 -period $clk_period [get_ports {clk}]

set non_clock_inputs [all_inputs -no_clocks]
set_input_delay [expr $clk_period * $clk_io_pct] -clock clk0 $non_clock_inputs
set_output_delay [expr $clk_period * $clk_io_pct] -clock clk0 [all_outputs]
```
**/design/flow/config.mk**
```make
export PLATFORM = sky130hd
export DESIGN_NAME = LCD_driver_top
export DESIGN_NICKNAME = LCD_driver_top
export VERILOG_FILES = /design/flow/design.v
export SDC_FILE = /design/flow/constraint.sdc
export NUM_CORES = 4
export LEC_CHECK = 1
export CORE_UTILIZATION = 50
```
**/design/flow/design.v**
```verilog
`timescale 1ns / 1ps
module LCD_driver_top(clk, LCD_RS, LCD_W, LCD_E, data);
	input clk;
	output LCD_RS, LCD_W, LCD_E;
	wire LCD_RS, LCD_W, LCD_E;
	output [3:0] data;
	wire [3:0] data;
	LCD_driver lcd("WELCOME TO CSE, ","IIT KANPUR      ", clk, LCD_E, LCD_RS, LCD_W, data);
endmodule
`timescale 1ns / 1ps
module LCD_driver(line1,line2,clk,LCD_RS,LCD_W,LCD_E,b3,b2,b1,b0
    );
	 input [127:0]line1;
	 input [127:0]line2;
	 input clk;
	 output LCD_RS, LCD_W, LCD_E, b3, b2, b1, b0;
	 reg LCD_RS, LCD_W, LCD_E, b3, b2, b1, b0;
	 reg [32:0] counter;
	 reg [30:0] state;
	 reg [10:0] ind1;
	 reg [10:0] ind2;
	 reg [10:0] ind3;
	 reg [10:0] ind4;
	 reg state2;
	 initial begin
		counter=0;
		state=0;
		state2=0;
		ind1=127;
		ind2=126;
		ind3=125;
		ind4=124;
		LCD_RS=0;
		LCD_W=0;
		LCD_E=0;
		b3=0;
		b2=0;
		b1=0;
		b0=0;
	end
	 always@(posedge clk)
	 begin
	 if((counter==1000000))
	 begin
		 if((state==0 || state==3 || state==6))	begin
				LCD_E<=0;
				state<=state+1;
		 end
		 else if((state==1 || state==4 || state==7))	begin
				LCD_RS<=0;
				LCD_W<=0;
				b3<=0;
				b2<=0;
				b1<=1;
				b0<=1;
				state<=state+1;
		 end
		 else if((state==137 || state==134 || state==131 || state==128 || state==125 || state==122 || state==119 || state==116 || state==113 || state==110 || state==107 || state==104 || state==101 || state==98 || state==95 || state==92 || state==89 || state==86 || state==83 || state==80 || state==77 || state==74 || state==71 || state==68 || state==65 || state==62 || state==59 || state==56 || state==53 || state==50 || state==47 || state==44 || state==41 || state==38 || state==35 || state==32 || state==29 || state==26 || state==23 || state==20 || state==17 || state==14 || state==2 || state==5 || state==8 || state==11))	begin
				LCD_E<=1;
				state<=state+1;
		 end
		 else if((state==135 || state==132 || state==129 || state==126 || state==123 || state==120 || state==117 || state==114 || state==111 || state==108 || state==105 || state==102 || state==99 || state==96 || state==93 || state==90 || state==87 || state==84 || state==81 || state==78 || state==75 || state==72 || state==69 || state==66 || state==63 || state==60 || state==57 || state==54 || state==51 || state==48 || state==45 || state==42 || state==39 || state==36 || state==33 || state==30 || state==27 || state==24 || state==21 || state==18 || state==15 || state==9 || state==12))	begin
				LCD_E<=0;
				state<=state+1;
		 end
		 else if((state==136 || state==133 || state==130 || state==127 || state==124 || state==121 || state==118 || state==115 || state==112 || state==109 || state==106 || state==103 || state==100 || state==97 || state==94 || state==91 || state==88 || state==85 || state==82 || state==79 || state==76 || state==73 || state==70 || state==67 || state==64 || state==61 || state==58 || state==55 || state==52 || state==49 || state==46 || state==43))	begin
				LCD_RS<=1;
				LCD_W<=0;
				if(state2==0)
				begin
				b3<=line1[ind1];
				b2<=line1[ind2];
				b1<=line1[ind3];
				b0<=line1[ind4];
				end
				if(state2==1)
				begin
				b3<=line2[ind1];
				b2<=line2[ind2];
				b1<=line2[ind3];
				b0<=line2[ind4];
				end
				ind1<=ind1-4;
				ind2<=ind2-4;
				ind3<=ind3-4;
				ind4<=ind4-4;
				state<=state+1;
		 end
		 else if((state==10 || state==13))	begin
				LCD_RS<=0;
				LCD_W<=0;
				b3<=0;
				b2<=0;
				b1<=1;
				b0<=0;
				state<=state+1;
		 end
		 else if((state==16 || state==37))	begin
				LCD_RS<=0;
				LCD_W<=0;
				b3<=1;
				b2<=0;
				b1<=0;
				b0<=0;
				state<=state+1;
		 end
		 else if((state==142 || state==40 || state==31 || state==19 || state==25))	begin
				LCD_RS<=0;
				LCD_W<=0;
				b3<=0;
				b2<=0;
				b1<=0;
				b0<=0;
				state<=state+1;
		 end
		 else if((state==22))	begin
				LCD_RS<=0;
				LCD_W<=0;
				b3<=0;
				b2<=1;
				b1<=1;
				b0<=0;
				state<=state+1;
		 end
		 else if((state==139 || state==28))	begin
				LCD_RS<=0;
				LCD_W<=0;
				b3<=1;
				b2<=1;
				b1<=0;
				b0<=0;
				state<=state+1;
		 end
		 else if((state==34))	begin
				LCD_RS<=0;
				LCD_W<=0;
				b3<=0;
				b2<=0;
				b1<=0;
				b0<=1;
				state<=state+1;
		 end
		 else if((state==143))	begin
			LCD_E<=1;
			state2<=1;
			ind1<=127;
			ind2<=126;
			ind3<=125;
			ind4<=124;
			state<=42;
		 end
		 else if((state==138 || state==141))	begin
				LCD_E<=0;
				if(state2==1)	begin
				counter<=0;
		state<=0;
		state2<=0;
		ind1<=127;
		ind2<=126;
		ind3<=125;
		ind4<=124;
		LCD_RS<=0;
		LCD_W<=0;
		LCD_E<=0;
		b3<=0;
		b2<=0;
		b1<=0;
		b0<=0;
				end
				else	begin
				state<=state+1;
				end
		 end
		 else if((state==140))	begin
				LCD_E<=1;
				state<=state+1;
		 end
			counter<=0;
	 end
	 else 
			counter<=counter+1;
	 end
endmodule
```
==> ci_impl_report.md <==
## PnR job results

| Metric | Value |
|---|---|
| # setup viols final | 0 |
| Combinational fraction of design power | 0% |
| Crit path max-delay cell type | nor3b_1 |
| Final Max Slew Viols | 0 |
| Iteration-0 DRC Markers | 400 |
| Time the worst path needs with I/O delays and setup | 3450 ps |
| Number of failing hold endpoints at the final stage | 0 |
| Clock tree root buffer cell | clkbuf_8 |
| Total power divided by cell area | 125 mW/mm^2 |
| Detail-routed via count per cell | 5.93 |
| Buffer-and-inverter tally for the worst setup path | 0 |
| Count of flip-flops with a built-in enable after synthesis | 40 |
| Share of synthesized area occupied by flip-flops and latches | 41.5% |
| Number of sinks on the clock net | 73 |
| Run status | finished clean |
| Routed WL per cell | 15.3 um |
| Max-capacitance violation count | 0 |
| Count of hold buffers inserted by post-cts repair | 0 |
| Worst setup SP type | flop |
| Tightest Hold Check Type | flop to flop |
| Worst Path Required | 9170 ps |
| ANT cells | 0 |
| Inserted Clock Buffers | 9 |
| Antenna violations before repair | 0 |
| Stages on the worst setup path | 8 |
| Capturing element type of the critical path | flop |
| Gr usage total | 20.2% |
| Capturing element of the worst setup path | lcd.ind1[3] |
| Capturing point of the worst reg2reg path | lcd.ind1[3] |
| Chip footprint | 0.00936 mm^2 |
| Post-synth area from yosys stat | 0.00449 mm^2 |
| Synthesized area | 0.00449 mm^2 |
| CTS clock-pin slew for the worst setup and hold paths | 80 ps |
| Max Clock Skew | 8.33 ps |
| Max Freq | 0.290 GHz |
| Top_reg_cell synth | edfxtp_1 |
| Half-perimeter wire length of the detailed placement result | 6.27 mm |
| Worst R2R Path Depth | 8 |
| Remaining antenna violation count after routing | 0 |
| Sequential share of power | 57.3% |
| Placer congestion estimate | 0.935 |
| Count of warning messages emitted by the tools | 29 |
| Worst slew slack as a fraction of its limit | 45.0% |
| Leakage power | 1.54 nW |
| Maximum number of pins on one net before global-route repair | 32 |
| Port Buffer Count | 3 |
| Initial Utilization | 51.5% |
| Hold_ws | 470 ps |
| Post-layout period usage | 37.5% |
| Fraction of layout instances using a drive strength above 1 | 7.45% |
| Launch point of the critical path | lcd.state[0] |
| Global-route wire length before repair | 15.1 mm |
| Floorplan row count | 34 |
| Internal reg-to-reg setup slack | 5750 ps |
| Most common library cell in the layout ignoring fill and taps | xnor2_1 |
| Total routed wirelength | 8.84 mm |
| Async SR Flop Fraction | 0% |
| First-pass iteration count of the detailed router | 5 |
| Internal Dissipation | 0.000472 W |
| Sw frac | 20.4% |
| Most frequently placed logic cells in the final layout | xnor2_1, nand2_1, nor2_1, edfxtp_1, dfxtp_1 |
| Crit path max-delay family | simple AND/OR/NAND/NOR gates |
| Number of H-tree levels | 3 |
| FILL cells | 748 |
| CTS tree | yes |
| Placeable core region | 0.00872 mm^2 |
| Worst VDD drop | 0.0766 mV |
| Sum Neg Setup Slack | 0 ps |
| Vertical die dimension | 96.7 um |
| Residual overflow from global routing | 0 |
| Post-CTS setup buffer count | 0 |
| Num ports | 8 |
| Insertion delay at the late pin of the worst-skew pair | 340 ps |
| Ys cells | 471 |
| Maximum fanout count along the critical path | 13 |
| Startpoint of the most critical register-to-register path | lcd.state[0] |
| Ordered cell list for the critical path | ha_1 > o21ai_1 > mux2i_1 > a22oi_1 > o311ai_1 > nor4_2 > a21oi_1 > nor3b_1 |
| Total via count after detailed routing | 3,427 |
| RSZ-0062 raised after global routing | no |
| CTS resizes | 0 |
| Area growth from synthesis to layout | 5.60% |
| Synthesized instance count | 471 |
| Data arrival at the endpoint of the critical path | 3420 ps |
| Die X | 96.7 um |
| Vias in the first global route | 3,202 |
| Part of the total power dissipated in the clock network | 42.7% |
| Worst setup path class | flop to flop |
| Setup slack after placement | 5770 ps |
| Worst slew pin tran | 818 ps |
| Final critical-path setup slack | 5750 ps |
| Slowest stage delay, CP | 680 ps |
| Tally of unique sky130hd cells used after synthesis | 67 |
| Synth Register Bits | 73 |
| Warning count from the yosys run | 2 |
| Longest Clk Path Bufs | 2 |
| Logic cell area | 0.00241 mm^2 |
| Syn Area/Cell | 9.53 um^2 |
| Reg area | 0.00186 mm^2 |
| Net Switching | 0.000121 W |
| DR DRC count | 0 |
## synth_stat cells (all sizes together) (6+ instances only)
cell     n  area (um^2)
mux2i    9          103
dfxtp   33          661
nand3b   6         45.0
inv     15         56.3
and3    15         98.8
nand2   41          154
xor2    18          158
buf     18          134
nor4b    9         78.8
ha       7         87.6
clkbuf  10         37.5
xnor2   45          394
nor2    41          154
nand3   32          160
a31oi    6         37.5
nor4    16          106
edfxtp  40         1200
nand4   11         68.8
nor3    10         50.1
a21oi   13         65.1
## area by class of cell
cell class              count  share of cell area [%]
clock buffers              12                    3.75
clock inverters             4                   0.660
inverters                  15                    1.19
multi-input cells         358                    50.8
flip-flops and latches     73                    39.3
well taps                 108                    2.85
repair buffers              8                    1.43
## metal layers
| layer | share of wire [%] | vias up | GRT usage (%) |
|---|---|---|---|
| li1 | - | 1716 | - |
| met1 | 47 | 1618 | 32.0 |
| met2 | 47 | 75 | 31.3 |
| met3 | 3.4 | 18 | 2.57 |
| met4 | 2.0 | 0 | 4.59 |
| met5 | 0 | - | 0 |
## sequential cells by signal, summed over array words and instances (netlist names)
register / flops
lcd.counter: 33
lcd.state: 31
lcd.ind1: 5
lcd.LCD_E: 1
lcd.LCD_RS: 1
lcd.b3: 1
lcd.state2: 1
## worst min-delay path by stage
stage | from | to | slack [ps] | cells past startpoint
after CTS | lcd.counter[32] | lcd.counter[32] | 470 | 1
after global routing | lcd.counter[32] | lcd.counter[32] | 490 | 1
final | lcd.counter[32] | lcd.counter[32] | 470 | 1
## worst register-to-register path, stage by stage (launching register included)
cell,delay (ps)
edfxtp_1,450
ha_1,400
o21ai_1,370
mux2i_1,150
a22oi_1,180
o311ai_1,180
nor4_2,470
a21oi_1,210
nor3b_1,680
## power groups by stage
stage	Combinational, W	Clock [W]	Sequential (W)
after CTS	0.0000000439	0.000263	0.000340
after global routing	0.0000000890	0.000278	0.000340
final	0.0000000266	0.000254	0.000340
## logic make-up after synthesis
family | count (synthesis) | share of synthesized area, %
simple gates | 217 | 26.9
flops | 73 | 41.5
xor+xnor | 63 | 12.3
compound gates | 57 | 9.70
buf+inv | 43 | 5.07
mux | 10 | 2.54
fa+ha+maj | 7 | 1.95
other cells | 1 | 0.0836
## metrics by stage
stage | power (W) | instances | cell area, um^2 | utilization, %
after floorplan | 0.000348 | 474 | 4500 | -
after global routing | 0.000618 | 578 | 4740 | 54.3
after CTS | 0.000603 | 578 | 4740 | 54.3
final | 0.000593 | 578 | 4740 | 54.3
after global placement | 0.000347 | 562 | 4530 | 52.0
after detailed placement | 0.000347 | 562 | 4530 | 52.0
Power and IR drop assume default switching activity.
