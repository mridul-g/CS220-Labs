File: flow/run.sh
#!/bin/bash
# OpenROAD 26Q1-2900-gdf79404cd8, Yosys 0.63+post, stock flow scripts
make -C /OpenROAD-flow-scripts/flow DESIGN_CONFIG=/design/flow/config.mk WORK_HOME=/design/flow/orfs finish
File: flow/design.v
`timescale 1ns / 1ps
module decoder(
    output wire [7:0] led,
    input clk,
    input PB1
);
reg [7:0] xored;
reg [2:0] memory[0:7];
reg [7:0] decoded[0:7];
reg [3:0] counter;
reg [3:0] index;
reg [7:0] mode;
reg [7:0] parity;
initial begin
    mode = 8'b0;
    memory[0] = 3'b011;
    memory[1] = 3'b100;
    memory[2] = 3'b111;
    memory[3] = 3'b010;
    memory[4] = 3'b011;
    memory[5] = 3'b101;
    memory[6] = 3'b000;
    memory[7] = 3'b010;
	 counter = 4'b0;
	 index = 4'b0;
	 xored=8'b0;
	 parity=8'b0;
end
always @(posedge PB1) begin
	mode[7:0] = ~mode[7:0];
end
always @(posedge clk) begin
    if (counter < 8) begin
        if(memory[counter]==0) begin
		  decoded[counter]<=8'b00000001;
        counter <= counter + 1;
		  end
		  else if(memory[counter]==1) begin
		  decoded[counter]<=8'b00000010;
        counter <= counter + 1;
		  end
		  else if(memory[counter]==2) begin
		  decoded[counter]<=8'b00000100;
        counter <= counter + 1;
		  end
		  else if(memory[counter]==3) begin
		  decoded[counter]<=8'b00001000;
        counter <= counter + 1;
		  end
		  else if(memory[counter]==4) begin
		  decoded[counter]<=8'b00010000;
        counter <= counter + 1;
		  end
		  else if(memory[counter]==5) begin
		  decoded[counter]<=8'b00100000;
        counter <= counter + 1;
		  end
		  else if(memory[counter]==6) begin
		  decoded[counter]<=8'b01000000;
        counter <= counter + 1;
		  end
		  else if(memory[counter]==7) begin
		  decoded[counter]<=8'b10000000;
        counter <= counter + 1;
		  end
    end 
	 else begin
	 if (index < 8) begin
            xored <= xored ^ decoded[index];
            index <= index + 1;
        end 
		  else begin
            index <= 0;
				counter <= 0;
				parity[0] <= xored[0] ^ xored[1] ^ xored[2] ^ xored[3] ^ xored[4] ^ xored[5] ^ xored[6] ^ xored[7];
        end        
    end
end
assign led[7:0] = (xored[7:0] & ~mode[7:0] | parity[7:0] & mode[7:0]);
endmodule
File: flow/config.mk
export PLATFORM = sky130hd
export DESIGN_NAME = decoder
export DESIGN_NICKNAME = decoder
export VERILOG_FILES = /design/flow/design.v
export SDC_FILE = /design/flow/constraint.sdc
export NUM_CORES = 4
export LEC_CHECK = 1
export CORE_UTILIZATION = 50
File: flow/constraint.sdc
current_design decoder

set clk_period 1.7
set clk_io_pct 0.2

create_clock -name clk0 -period $clk_period [get_ports {PB1}]
create_clock -name clk1 -period $clk_period [get_ports {clk}]

set non_clock_inputs [all_inputs -no_clocks]
set_input_delay [expr $clk_period * $clk_io_pct] -clock clk0 $non_clock_inputs
set_output_delay [expr $clk_period * $clk_io_pct] -clock clk0 [all_outputs]
==> Slide: Implementation Results <==
Key Metrics from the Run

Critical path
  • CP peak stage delay: 0.50 ns
  • Slowest CP cell: or4b_4
  • CP Launch Type: flop
  • Critical path, cell by cell: inv_2 > ha_4 > or4b_4 > o221ai_4 > a21oi_4 > buf_12 > nor4b_4 > buf_6
  • R2R cell count: 8
  • CP max FO: 8
  • Arr. time, crit path: 2.38 ns
  • Crit Path Class: flop to flop
  • Reg2Reg Setup Slack: -0.62 ns
  • CP bufs+invs: 3
  • CP top delay family: simple AND/OR/NAND/NOR gates
  • Critical Path End Type: flop
  • CP required: between 1.5 and 2 ns
  • RR Startpoint: counter[0]$_SDFFCE_PP0P_
  • Crit Reg-Reg Endpoint: decoded[2][5]$_DFFE_PP_

Cells and area
  • Storage element area: 0.00259 sq mm
  • Share of layout cells above drive strength 1: 0.415
  • P&R area growth vs syn: 30.2%
  • Finished Cell Area: 0.00498 sq mm
  • Fillcell total: 465
  • Comb area: between 0.001 and 0.0015 sq mm

Clock network
  • Clock-pin slew on the worst setup and hold paths: roughly 0.090 ns
  • Hold_buf cts: 0
  • TritonCTS clock tree: done
  • Clock sinks: roughly 89

Synth
  • Most frequent cell after synthesis: edfxtp_1
  • Top post-synthesis cells by count: 81 x edfxtp_1, 16 x xnor2_1, 14 x mux4_1, 13 x inv_1, 10 x nor2b_1
  • Yosys reg bits: 89
  • Yosys stat chip area: 0.00383 sq mm
  • Synth top area cells: edfxtp_1 64%, mux4_1 9.6%, dfxtp_1 4.2%, xnor2_1 3.7%, ha_1 2.6%
  • Netlist Area Pre-Place: 0.00383 sq mm
  • Largest area contributor in the netlist: edfxtp_1
  • Top-area cell type share of the netlist area: 0.636
  • Distinct lib cells used: 34
  • Yosys cell count: 216
  • Sequential share of the synthesized area: 0.677
  • Async set-reset flop share out of synthesis: 0
  • Mean post-synth cell area: 17.7 sq um
  • Flip-flops with a built-in enable: 81
  • Synthesized instance count: 216
  • YS warnings: 1
  • Commonest flop: edfxtp_1

Status
  • Failing checks: negative setup slack
  • Status: finished, violations left

Die
  • Die Span X: slightly below 90 um
  • Row count: 31
  • Die Ht: 89.5 um
  • I/O Pins: 10
  • Core box area: 0.00733 sq mm
  • Die Area: roughly 0.008 sq mm
  • FP Util: 0.522

Power
  • Switching Share: 0.198
  • Sw power: 789 uW
  • Internal power: 3210 uW
  • Max VDD drop: around 0.6 mV
  • Power per Cell Area: between 800 and 900 mW/mm^2
  • Leakage power total: 0.00198 uW
  • Comb pwr share: 0
  • Clk pwr share: 0.412
  • Sequential share of power: 0.588

Drt
  • Routed Antenna Nets: 0
  • Pre-Repair DR Iteration Count: 4
  • Via-to-Cell Ratio: between 5 and 6
  • DRT Wirelength: 7410 um
  • DR iter-0 viols: 84
  • Antenna Cells: 0
  • Vias: 2057
  • Drt drc: 0
  • Wire per inst: 19.2 um

GRT
  • Vias in the first global route: 2198
  • Initial antenna violation count: 0
  • Global route overflow: 0
  • First-pass GRT wire length: approximately 11000 um
  • GRT Util Overall: 0.223
  • Pin count of the biggest net entering global routing: 19

STA
  • Final Hold Fails: 0
  • Fin. max-slew vios: 0
  • Unrepaired setup endpoints after global routing: true
  • Worst Skew: 0.00922 ns
  • Setup violators final: 123
  • Worst hold slack: 0.384 ns
  • PnR worst setup slack: -0.622 ns
  • Slew margin rel.: 0.455
  • Slew at the pin closest to its max-slew limit: 0.818 ns
  • Setup_tns: -51.30 ns

Place
  • GPL Wtd Cong: 0.934
  • Post-detail-place hpwl: ~4900 um
  • Post-Place Setup Slack: -0.650 ns
  • Cell Area, Placed: around 0.0045 sq mm
  • Port Buf Inserts: 8

Run
  • Max_cap viols: 0
  • OpenROAD warnings: 34

Worst hold path
  • Min-delay src: mode[6]$_DFF_P_
  • Hold endpoint: mode[6]$_DFF_P_
  • Type of the most critical hold path: flop to flop
  • Worst Hold Depth: 1
==> power by group through the flow <==
stage	registers, uW	logic, uW	clock network, uW
6_report	2350	0.000849	1650
4_1_cts	2350	0.000793	1680
5_1_grt	2350	0.000849	1770
==> cells by family (layout without fill, tap and decap cells) <==
logic type                 after synthesis  count (layout)  synth area share
DFF                                     89              89             0.677
muxes                                   26              26             0.134
and+or+nand+nor                         45              45            0.0722
buffers and inverters                   21              92            0.0271
adders and majority gates                8               8            0.0262
xor gates and xnor gates                17              17            0.0389
AOI/OAI and AO/OA                       10              10            0.0239
==> stage by stage <==
stage | std cells | power, uW | util
after floorplan | 216 | 2400 | -
after global placement | 349 | 2400 | 0.608
after detailed placement | 349 | 2400 | 0.608
after CTS | 384 | 4030 | 0.671
after global routing | 386 | 4120 | 0.680
final | 386 | 4000 | 0.680
==> placed cells by master, fill, tap and decap left out, types with 6 or more instances in the layout <==
cell type	n
edfxtp_1	81
buf_4	35
xnor2_1	16
mux4_2	12
clkbuf_8	12
inv_1	11
buf_6	11
nor2_1	9
dfxtp_1	8
nor2b_1	6
ha_1	6
buf_12	6
==> per-layer routing <==
layer	part of all wire	wire length, um	track usage
met5	0	0	0
met1	0.43	3220	0.340
met4	0.0088	65	0.0303
met3	0.063	466	0.104
met2	0.49	3660	0.335
==> final cells by class <==
cell class,count,share of cell area
Clock buffer,12,0.0331
Clock inverter,7,0.0178
Inverter,13,0.0103
Multi-Input combinational cell,106,0.275
Tap cell,99,0.0248
Sequential cell,89,0.520
Timing Repair Buffer,60,0.118
==> worst max path at each step <==
stage | startpoint | to | slack, ns | cells past startpoint
6_report | counter[0]$_SDFFCE_PP0P_ | decoded[2][5]$_DFFE_PP_ | -0.62 | 8
4_1_cts | counter[0]$_SDFFCE_PP0P_ | decoded[2][7]$_DFFE_PP_ | -0.59 | 7
5_1_grt | counter[0]$_SDFFCE_PP0P_ | decoded[0][7]$_DFFE_PP_ | -0.72 | 8
==> flip-flops by register name, summed over array words and instances, names as in the netlist <==
signal,count
mode,8
counter,4
index,4
xored,8
decoded,64
parity,1
==> worst register-to-register path, stage by stage, from the launching register on <==
cell	delay [ns]
edfxtp_1	0.48
inv_2	0.11
ha_4	0.21
or4b_4	0.50
o221ai_4	0.10
a21oi_4	0.09
buf_12	0.16
nor4b_4	0.22
buf_6	0.18
==> repair_timing <==
item / 4_1_cts / 5_1_grt
setup endpoints to repair: 134 / 135
buffers inserted: 17 / 2
pin swaps: 11 / 4
gates resized: 35 / 15
Power and IR drop assume default switching activity.
